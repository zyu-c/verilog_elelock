[constraint.sdc]
current_design elelocktop

set clk_period 3.2
set clk_io_pct 0.2

create_clock -name clk0 -period $clk_period [get_ports {CLK}]

set non_clock_inputs [all_inputs -no_clocks]
set_input_delay [expr $clk_period * $clk_io_pct] -clock clk0 $non_clock_inputs
set_output_delay [expr $clk_period * $clk_io_pct] -clock clk0 [all_outputs]
[run.sh]
#!/bin/bash
# OpenROAD 26Q1-2900-gdf79404cd8, Yosys 0.63+post, stock flow scripts
make -C /OpenROAD-flow-scripts/flow DESIGN_CONFIG=/design/flow/config.mk WORK_HOME=/design/flow/orfs finish
[config.mk]
export PLATFORM = sky130hd
export DESIGN_NAME = elelocktop
export DESIGN_NICKNAME = elelocktop
export VERILOG_FILES = /design/flow/design.v
export SDC_FILE = /design/flow/constraint.sdc
export NUM_CORES = 4
export LEC_CHECK = 1
export CORE_UTILIZATION = 40
[design.v]
module elelock(decimal, mem, cls, out4, out3, out2, out1, out0, dispen, CLK, RST);
    input [9:0]decimal;
    input mem;
    input cls;
    output [3:0]out4, out3, out2, out1, out0;
    output [4:0]dispen;
    input CLK;
    input RST;
    reg [2:0]state;
    reg [12:0]cnt;
    reg lock;
    reg [3:0]key[0:3];
    reg [3:0]secret[0:3];
    reg [3:0]out4, out3, out2, out1, out0;
    reg [4:0]dispen;
    wire sec4;
    assign sec4 = (cnt > 3999);
    wire halfsec;
    assign halfsec = (cnt > 499);
    wire [3:0]d;
    assign d = dectobin(decimal);
    function [3:0]dectobin;
        input [9:0]in;
        case(in)
            10'b0000000001: dectobin = 0;
            10'b0000000010: dectobin = 1;
            10'b0000000100: dectobin = 2;
            10'b0000001000: dectobin = 3;
            10'b0000010000: dectobin = 4;
            10'b0000100000: dectobin = 5;
            10'b0001000000: dectobin = 6;
            10'b0010000000: dectobin = 7;
            10'b0100000000: dectobin = 8;
            10'b1000000000: dectobin = 9;
        endcase
    endfunction
    wire filled;
    assign filled = (key[3] != 4'hf);
    wire match;
    assign match = ((key[3]==secret[3]) && (key[2]==secret[2]) && (key[1]==secret[1]) && (key[0]==secret[0]));
    wire [4:0]numdisp;
    assign numdisp = {1'b0, (key[3]!=4'hf), (key[2]!=4'hf), (key[1]!=4'hf), (key[0]!=4'hf)};
    always@(posedge CLK or negedge RST)begin
        if(!RST)begin
            state <= 0;
            cnt <= 0;
            lock <= 0;
            key[3] <= 4'hf;
            key[2] <= 4'hf;
            key[1] <= 4'hf;
            key[0] <= 4'hf;
            secret[3] <= 4'hf;
            secret[2] <= 4'hf;
            secret[1] <= 4'hf;
            secret[0] <= 4'hf;
            out4 <= 4'h0;
            out3 <= 4'ha;
            out2 <= 4'ha;
            out1 <= 4'ha;
            out0 <= 4'ha;
            dispen <= 5'b01111;
        end else begin
            case(state)
                0: begin
                    out4 <= 4'h0;
                    out3 <= 4'ha;
                    out2 <= 4'ha;
                    out1 <= 4'ha;
                    out0 <= 4'ha;
                    dispen <= 5'b01111;
                    if(decimal)begin
                        cnt <= 0;
                        key[3] <= 4'hf;
                        key[2] <= 4'hf;
                        key[1] <= 4'hf;
                        key[0] <= d;
                        state <= 1;
                    end
                end
                1: begin
                    out4 <= 4'h0;
                    out3 <= key[3];
                    out2 <= key[2];
                    out1 <= key[1];
                    out0 <= key[0];
                    dispen <= numdisp;
                    if(decimal)begin
                        cnt <= 0;
                        key[3] <= key[2];
                        key[2] <= key[1];
                        key[1] <= key[0];
                        key[0] <= d;
                    end else if(filled && mem)begin
                        cnt <= 0;
                        secret[3] <= key[3];
                        secret[2] <= key[2];
                        secret[1] <= key[1];
                        secret[0] <= key[0];
                        state <= 2;
                    end else if(sec4)begin
                        state <= 0;
                    end else begin
                        cnt <= cnt + 1;
                    end
                end
                2: begin
                    out4 <= 4'h0;
                    out3 <= 4'h0;
                    out2 <= 4'hf;
                    out1 <= 4'he;
                    out0 <= 4'hd;
                    dispen <= 5'b01111;
                    if(cls)begin
                        cnt <= 0;
                        lock <= 1;
                        key[3] <= 4'hf;
                        key[2] <= 4'hf;
                        key[1] <= 4'hf;
                        key[0] <= 4'hf;
                        state <= 3;
                    end
                end
                3: begin
                    out4 <= 4'hc;
                    out3 <= 4'hb;
                    out2 <= 4'h0;
                    out1 <= 4'h5;
                    out0 <= 4'he;
                    dispen <= 5'b11111;
                    if(decimal)begin
                        cnt <= 0;
                        state <= 4;
                        key[0] <= d;
                    end
                end
                4: begin
                    out4 <= 4'h0;
                    out3 <= key[3];
                    out2 <= key[2];
                    out1 <= key[1];
                    out0 <= key[0];
                    dispen <= numdisp;
                    if(decimal)begin
                        cnt <= 0;
                        key[3] <= key[2];
                        key[2] <= key[1];
                        key[1] <= key[0];
                        key[0] <= d;
                    end else if(match)begin
                        lock <= 0;
                        state <= 5;
                    end else if(sec4)begin
                        state <= 3;
                    end else begin
                        cnt <= cnt + 1;
                    end
                end
                5: begin
                    out4 <= 4'h0;
                    out3 <= key[3];
                    out2 <= key[2];
                    out1 <= key[1];
                    out0 <= key[0];
                    dispen <= numdisp;
                    cnt <= cnt + 1;
                    if(halfsec)begin
                        state <= 2;
                    end
                end
            endcase
        end
    end
endmodule
module elelocktop(push, mem, cls, led4, led3, led2, led1, led0, CLK, RST);
    defparam syncro0.WIDTH = 10;
    defparam syncro1.WIDTH = 1;
    defparam syncro2.WIDTH = 1;
    input [9:0]push;
    input mem;
    input cls;
    output [6:0]led4, led3, led2, led1, led0;
    input CLK;
    input RST;
    wire [9:0]push_out;
    wire mem_out;
    wire cls_out;
    wire [4:0]dispen;
    wire [3:0]out4, out3, out2, out1, out0;
    syncro syncro0(.in(push), .out(push_out), .CLK(CLK), .RST(RST));
    syncro syncro1(.in(mem), .out(mem_out), .CLK(CLK), .RST(RST));
    syncro syncro2(.in(cls), .out(cls_out), .CLK(CLK), .RST(RST));
    ledout ledout0(.in(out0), .en(dispen[0]), .out(led0));
    ledout ledout1(.in(out1), .en(dispen[1]), .out(led1));
    ledout ledout2(.in(out2), .en(dispen[2]), .out(led2));
    ledout ledout3(.in(out3), .en(dispen[3]), .out(led3));
    ledout ledout4(.in(out4), .en(dispen[4]), .out(led4));
    elelock elelock(.decimal(push_out), .mem(mem_out), .cls(cls_out), .out4(out4), .out3(out3), .out2(out2), .out1(out1), .out0(out0), .dispen(dispen), .CLK(CLK), .RST(RST));
endmodule
module ledout(in, en, out);
    input [3:0]in;
    input en;
    output [6:0]out;
    assign out = convert(in, en);
    function [6:0]convert;
        input [3:0]in;
        input en;
        if(en)begin    
            case(in)
                0: convert = 7'b1111110;
                1: convert = 7'b0110000;
                2: convert = 7'b1101101;
                3: convert = 7'b1111001;
                4: convert = 7'b0110011;
                5: convert = 7'b1011011;
                6: convert = 7'b1011111;
                7: convert = 7'b1110000;
                8: convert = 7'b1111111;
                9: convert = 7'b1111011;
                10: convert = 7'b0000001;
                11: convert = 7'b0001110;
                12: convert = 7'b1001110;
                13: convert = 7'b0010101;
                14: convert = 7'b1001111;
                15: convert = 7'b1100111;
            endcase
        end else begin
            convert = 0;
        end
    endfunction
endmodule
module syncro(in, out, CLK, RST);
    parameter WIDTH = 1;
    input [WIDTH-1:0] in;
    output [WIDTH-1:0] out;
    input CLK;
    input RST;
    reg [WIDTH-1:0] q0;
    reg [WIDTH-1:0] q1;
    reg [WIDTH-1:0] q2;
    assign out = q1 & ~q2;
    always @(posedge CLK or negedge RST)begin
        if(!RST)begin
            q0 <= 0;
            q1 <= 0;
            q2 <= 0;
        end else begin
            q0 <= ~in;
            q1 <= q0;
            q2 <= q1;
        end
    end
endmodule
==> notes.md <==
Latest figures from synthesis and place and route.

The site row count is 44. As reported, the later end of the worst-skew pair has a clock insertion delay of 0.34 ns. The detailed router's first-iteration violation count is around 270. The tally of OpenROAD warnings is 49. The maximum number of buffers from clock root to sink is 2. After detailed routing, the wire length on met1 is 5500 um. The cts-stage hold buffer count is 0.

For this run, the number of Yosys warnings is 6. The count of state elements after synthesis is 109. By count the netlist is led by dfrtp_1 (64), nand2_1 (48), dfstp_2 (45).

The cell sitting at the root of the clock tree is a clkbuf_16. The post-detailed-routing wire length is 11600 um. The number of max-cap violations is 0. After detailed routing, the average wire length per cell comes to between 10 and 15 um. The worst clock skew is 0.00664 ns. The flow reports an fmax of about 0.34 GHz. The layout cell share with drive strength beyond 1 is 0.171. dfrtp_1 takes more of the synthesized area than any other cell. The first detailed-routing pass took 26 iterations. Detailed routing placed a total of 5590 um of wire on met2. For the worst setup path, the data required time is ~2.6 ns. After synthesis, the design contains about 600 cells according to Yosys. The type of destination of the critical path is a primary output. After detailed placement, the total cell area comes to 6660 um^2. The final report gives the core utilization as 0.474. The number of placed I/O pins is 49. The setup TNS is 0 ns. From bottom edge to top edge, the die measures about 130 um. The H-tree generated during clock tree synthesis spans 3 levels. The fraction of the yosys area taken by sequential cells is 0.455. The overall power is approximately 2.6 mW. The horizontal extent of the die is 126 um.

The static leakage is 2.86 nW. In the post-synthesis netlist, the biggest area contributors are dfrtp_1 (26%), dfstp_2 (19%), ha_1 (5.9%), nor2b_1 (3.8%), a21oi_1 (2.9%). The highest routing layer actually used is met4.

The clock input transition at the sequential cells of the worst setup and hold paths is 0.07 ns. Pins over their slew limit in the final report were tallied at 0. The kind of start point of the critical path is a flip-flop.

The final hold violation count is 0. Per the run report, area growth between synthesis and finish was 14.0%. Buffers added to address setup during post-CTS repair amount to 0.

The worst setup path is of the flip-flop to primary output kind. In this run the VDD rail shows a maximum IR drop of roughly 0.28 mV. Per the GRT congestion report, total overflow comes to 0. According to the floorplan report, the placeable core area is around 15000 um^2.

For the worst setup path, the data arrival time is 2.33 ns. In this run the worst hold path is classified as primary input to async pin. The number of enable-type register cells in the synthesized netlist is 0. Counting I/O delays and the setup requirement, the final critical path takes 2.97 ns. The post-route worst hold slack is 0.279 ns. The max-slew check reports its worst relative slack as 0.452. The setup violation total in the final timing report is 0. The cell area that synthesis handed to floorplanning was 6110 um^2. The post-route clock period utilization is 0.928. For this run the top cell type by instance count after synthesis was dfrtp_1.

The clock tree from TritonCTS is built. Counting every sink on the clock net gives 109. The count of input and output buffers is approximately 47.

Summed over all routing layers, the global router reports a total usage of 0.156. The report lists the number of cells resized after CTS as 0. The post-synthesis cell type count is roughly 70. The number of design rule violations left after detail routing is 0. A synthesized cell averages 10.2 um^2.

The effective utilization at floorplan is 0.416. The die area is 15800 um^2. The final estimated routing congestion in global placement is 0.863. The count of nets left with antenna violations once routing finished came out at 0. The first global-routing pass estimated between 15000 and 20000 um of wire. Entering global routing, the biggest net connects between 60 and 70 pins. In the synthesized netlist, the number of instances is 597.

The most used flip-flop cell after synthesis is dfrtp_1. Yosys reports a chip area of 6110 um^2. The run finished with clean final reports. For the pin with the worst max-slew slack, the measured transition is 0.819 ns. CTS added clock buffers totalling 9. Per the timing report, the biggest fanout along the worst path comes to 8. The async set-or-reset flop fraction in the synthesized netlist is 1.00. Of the post-synthesis cell area, the dominant cell type holds 0.262. The initial antenna violation count is 0.

The placed wire-length estimate is 8070 um. The routed via count divided by cell count is 5.42. The via total after detailed routing is 4429. Setup repair after global routing left no endpoint under its margin. Wire segments on met3 add up to 371 um in the final route. The number of diodes is 0. In this run the power density over the cells is 379 nW/um^2. The number of global-route vias before repair is 3981.

The final design area excluding fillers is 6970 um^2.
[layout make-up]
type                            instances  area, um^2
Tap cell                              184         230
Clock buffer                            9         225
Clock inverter                          7        80.1
Inverter                               30         113
Timing Repair Buffer                   55         541
Sequential cell                       109        2780
Fill cell                            1290        7730
Multi-Input combinational cell        423        2990
[sequential cells by signal, summed over array words and instances (netlist names), 4 cells and up]
signal / flops
elelock.secret: 16
elelock.dispen: 5
elelock.cnt: 13
elelock.out3: 4
syncro0.q1: 10
elelock.key: 16
syncro0.q2: 10
elelock.out2: 4
elelock.out0: 4
elelock.out1: 4
elelock.state: 6
syncro0.q0: 10
[worst paths after layout]
kind / startpoint / end / slack [ns] / cells after the start
setup / recovery: elelock.out0[1] / led0[3] / 0.23 / 6
setup reg to reg: elelock.state[2] / elelock.cnt[10] / 0.70 / 6
max in group asynchronous: RST / elelock.dispen[2] / 2.15 / 2
hold reg to reg: syncro0.q0[7] / syncro0.q1[7] / 0.35 / 0
hold / removal: RST / elelock.cnt[0] / 0.28 / 1
min in group clk0: syncro0.q0[7] / syncro0.q1[7] / 0.35 / 0
[power breakdown]
part / leakage (nW) / internal [mW] / switching (mW) / total, mW
registers: 1.27 / 1.40 / 0.00736 / 1.41
logic: 1.43 / 0.0388 / 0.0589 / 0.0977
clock network: 0.150 / 0.619 / 0.515 / 1.13
[per-layer routing]
metal  up-vias  track usage
li1       2204            -
met1      2135        0.245
met2        83        0.247
met3         7       0.0208
met4         0       0.0158
met5         -            0
[critical path: stages (launching register included)]
cell,delay (ns)
dfstp_2,0.60
inv_1,0.12
ha_1,0.22
nor2b_1,0.15
a211o_1,0.27
a21boi_0,0.15
clkdlybuf4s50_1,0.47
[stage by stage]
step / cells / setup slack, ns
5_1_grt: 817 / 0.0419
4_1_cts: 817 / 0.157
2_1_floorplan: 597 / 1.02
6_report: 817 / 0.229
3_3_place_gp: 801 / 0.610
3_5_place_dp: 801 / 0.542
[kinds of logic after synthesis]
kind of cell / count (synthesis) / synth area share
AND/OR/NAND/NOR: 194 / 0.167
AND-OR/OR-AND: 148 / 0.174
flip-flops: 109 / 0.455
buffers and inverters: 65 / 0.0547
multiplexers: 30 / 0.0585
adder cells (fa/ha/maj): 29 / 0.0594
XOR/XNOR: 21 / 0.0301
other: 1 / 0.000614
[placed cells by master (no fill, tap or decap), drive strengths merged, types with 4 or more instances in the layout]
cell,instances
ha,29
a31oi,9
nand2b,9
o221a,4
nor2b,38
dfstp,45
xnor2,20
a22oi,4
or3,4
mux2i,11
dfrtp,64
nor3,12
a211oi,12
mux2,19
nor2,42
clkdlybuf4s50,46
a2bb2oi,5
o32a,5
nand4,10
clkbuf,9
o41ai,4
nor4,7
inv,33
buf,9
a21oi,36
o22a,5
nand2,48
nand3,8
o21ai,28
a221o,5
o311a,4
No activity file was given, so power comes from the tool's default toggle rates.
